==> flow/design.v <==
`timescale 1ns / 1ps
module register(
    input clk,
    input reset,
    input  [64-1:0] D,
    output reg [64-1:0] Q=64'b0
    );
    always @(posedge(clk),posedge(reset))begin
        if (reset==1'b1)
            Q<=64'b0;
        else
            Q <= D;
    end
endmodule
==> flow/run.sh <==
#!/bin/bash
# OpenROAD 26Q1-2900-gdf79404cd8, Yosys 0.63+post, stock flow scripts
make -C /OpenROAD-flow-scripts/flow DESIGN_CONFIG=/design/flow/config.mk WORK_HOME=/design/flow/orfs finish
==> flow/config.mk <==
export PLATFORM = sky130hd
export DESIGN_NAME = register
export DESIGN_NICKNAME = register
export VERILOG_FILES = /design/flow/design.v
export SDC_FILE = /design/flow/constraint.sdc
export NUM_CORES = 4
export LEC_CHECK = 1
export CORE_UTILIZATION = 40
==> flow/constraint.sdc <==
current_design register

set clk_period 1.0
set clk_io_pct 0.2

create_clock -name clk0 -period $clk_period [get_ports {clk}]

set non_clock_inputs [all_inputs -no_clocks]
set_input_delay [expr $clk_period * $clk_io_pct] -clock clk0 $non_clock_inputs
set_output_delay [expr $clk_period * $clk_io_pct] -clock clk0 [all_outputs]
==> impl_metrics.yaml <==
# generated from flow reports
floorplan:
  fp-utilization_pct: 42.88
  boundaryPins: 130
  die_h_um: 65.35
  rows: 22
  die_w_um: 65.35
status:
  error: "[ERROR DPL-0036] Detailed placement failed."
  lastStage: "clock tree synthesis"
  outcome: "stopped before the end"
clock_network:
  clk_root_buffer_cell: "clkbuf_8"
  max-clock-path-buffers: 2
  cts_made_buffers: 9
  cts.sinks: 64
  htree_num_levels: 3
synth:
  top_cell_area_share_pct: 99.77
  synthDistinctLibCells: 2
  yosys-top-cells-area: "dfrtp_1 (100%), inv_1 (0.23%)"
  enable_flop_cells: 0
  async_flop_share_pct: 100.0
  top_area_cell: "dfrtp_1"
  synth.avg_cell_area_um2: 24.70
  yosys_area_um2: 1605
  seq_area_frac_synth_pct: 99.77
  yosysCellCount: 65
  synthCells: 65
  yosys.cell_count.top_type: "dfrtp_1"
  top_cells_by_count: "dfrtp_1 (64), inv_1 (1)"
  synth_area_um2: 1605
  ys_dominant_reg_cell: "dfrtp_1"
  ys_ff: 64
  ys_warn_count: 1
placed_design:
  place.gp.congestion: 0.7020
  dp_hpwl_um: 3039
  port_buffers: 129
## cell families after synthesis
group	synth area share, %
buf+inv	0.2336
flops	99.77
## per-stage QoR
step | cell area (um^2) | setup WS, ps | std cells | power, uW
floorplan | 1609 | 113.9 | 65 | 2803
global placement | 2995 | 1.244 | 245 | 3344
detailed placement | 2995 | -22.89 | 245 | 3359
Power and IR drop assume default switching activity.
