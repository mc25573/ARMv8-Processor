$ cat flow/config.mk
export PLATFORM = sky130hd
export DESIGN_NAME = iExecute
export DESIGN_NICKNAME = iExecute
export VERILOG_FILES = /design/flow/design.v
export SDC_FILE = /design/flow/constraint.sdc
export NUM_CORES = 4
export LEC_CHECK = 1
export CORE_UTILIZATION = 30
$ cat flow/constraint.sdc
current_design iExecute

set clk_period 40.0
set clk_io_pct 0.2

create_clock -name clk0 -period $clk_period

set non_clock_inputs [all_inputs -no_clocks]
set_input_delay [expr $clk_period * $clk_io_pct] -clock clk0 $non_clock_inputs
set_output_delay [expr $clk_period * $clk_io_pct] -clock clk0 [all_outputs]
$ cat flow/design.v
`timescale 1ns / 1ps
module mux#(
    parameter SIZE=8)(
    input [SIZE-1:0] a_in,
    input [SIZE-1:0] b_in,
    input control,
    output [SIZE-1:0] mux_out
    );
    assign mux_out = control?b_in:a_in;
endmodule
`timescale 1ns / 1ps
`timescale 1ns / 1ps
module adder(
    input [64-1:0] a_in,
    input [64-1:0] b_in,
    output [64-1:0] add_out
    );
    assign add_out = a_in + b_in;
endmodule
`timescale 1ns / 1ps
module ALU(
    input [64-1:0] data_1, data_2,
    input [3:0] control,
    output reg [64-1:0] result,
    output reg flag
    );
    always @(*)begin
            case(control)
            default: begin            
                result <= data_1 & data_2;            
            end
            4'b0010: begin        
                result <= data_1 + data_2;            
            end
            4'b0111: begin         
                result <= data_2;          
            end
            4'b0000: begin         
                 result <= data_1 & data_2;        
            end
            4'b0001: begin         
                 result <= data_1 | data_2;        
            end
            4'b0110: begin         
                 result <= data_1 - data_2;        
            end
            endcase
        flag <= (result == 0);
    end
endmodule
`timescale 1ns / 1ps
module alu_control(
    input [1:0] alu_op,
    input [10:0] opcode,
    output reg [3:0] control_bits   
    );
    always @(*)begin
        case(alu_op)
        default: begin            
            control_bits <= 4'b0010;            
        end
        2'b00: begin        
            control_bits <= 4'b0010;            
        end
        2'b10: begin         
            control_bits[3] <= 0;
            control_bits[2] <= opcode[9];
            control_bits[1] <= opcode[3];
            control_bits[0] <= opcode[8];            
        end
        2'b01: begin         
            control_bits <= 4'b0111;         
        end
        endcase
    end   
endmodule
`timescale 1ns / 1ps
module iExecute(
    input [64-1:0] pc_in,
    input [64-1:0] read_data1,
    input [64-1:0] read_data2,
    input [64-1:0] sign_extended_output,
    output [64-1:0] branch_target,
    output [64-1:0] alu_result,
    output zero,    
    input [1:0] alu_op, 
    input [10:0] opcode,
    input alu_src    
    );
wire [64-1:0] mux_out;
wire [64-1:0] shift_result;
wire [3:0] control;
mux#(64) alu_mux(
    .a_in(read_data2),
    .b_in(sign_extended_output),
    .control(alu_src),
    .mux_out(mux_out)
    );
shifter alu_shifter(
    .offset(sign_extended_output),
    .result(shift_result)
    );
adder branch_adder(
    .a_in(pc_in),
    .b_in(shift_result),
    .add_out(branch_target)
    );
alu_control ex_alu_con(
    .alu_op(alu_op),
    .opcode(opcode),
    .control_bits(control)   
    );
ALU ex_alu(
    .data_1(read_data1), 
    .data_2(mux_out),
    .control(control),
    .result(alu_result),
    .flag(zero)
    );    
endmodule
`timescale 1ns / 1ps
module shifter(
    input [64-1:0] offset,
    output reg [64-1:0] result
    );
   always @(*)begin
      result <= offset << 2;     
   end   
endmodule
$ cat flow/run.sh
#!/bin/bash
# OpenROAD 26Q1-2900-gdf79404cd8, Yosys 0.63+post, stock flow scripts
make -C /OpenROAD-flow-scripts/flow DESIGN_CONFIG=/design/flow/config.mk WORK_HOME=/design/flow/orfs finish
==> run summary <==
yosys + openroad results -> Die W=between 150 and 200 um, final antenna-violating net count=0, pin count of the biggest net entering global routing=64, Final period util=0.625, IO Pins=~400, Layout area overhead=37.4%, top logic cells by instance count in the layout=386 x clkdlybuf4s50_1, 185 x nand2_1, 171 x a21oi_1, routability cong.=0.983, Max Fclk=between 30 and 40 MHz, Synth area leaders=ha_1 14%, a21oi_1 7.7%, o21ai_0 7.6%, xnor2_1 7.5%, nand2_1 6.2%, Worst setup EP type=output pin, highest-count logic cell in the final layout=clkdlybuf4s50_1, Worst EP required=32.00 ns, WL/cell=22.2 um, Pre-antenna DRT Iters=7, Post-Syn Area=11100 um^2, post-route insts no fill=2474, relative slew slack=0.355, final instance area=roughly 15000 um^2, Fin. Hold Viols=0, Layout fillers=3752, Synth Warn #=3, CTS resizes=0, DP Wirelength=47200 um, post-CTS setup buffers=0, syn_area_per_cell=6.59 um^2, global-route wire length before repair=80600 um, row cnt=about 70, Core ar.=between 30000 and 40000 um^2, via count=approximately 14000, YS chip area=about 11000 um^2, largest area contributor in the netlist=ha_1, Syn Inst Count=roughly 1700, die height=195 um, Peak VDD IR=0.00781 mV, initial antenna violation count=9, Crit Path Class=input pin to output pin, clock buffer count=0, GRT overflow=0, post-route worst setup slack=between 10 and 15 ns, Seq share, synth=0, yosys stat cell total=roughly 1700, vias per cell=between 5 and 6, number of logged tool warnings=roughly 43, Cells after DPL=2466, # port buffers=387, Lkg Pwr=0.00617 uW, Seq Cell Count=0, Worst Path Max Fanout=63, Pwr Density=about 20 nW/um^2, vias in the first global route=13000, dpl ws=15.25 ns, Yosys top cell area share=0.145, Initial DRC Count=1253, register area=0 um^2, DRC viols=0, fraction of layout cells with a size suffix above 1=0.0195, status=finished, final reports clean, Startpoint Class=input pin, Post-Route Setup TNS=0 ns, Slew @ Worst Pin=0.941 ns, Power Total=314 uW, Post-Route WL=roughly 55000 um, fin crit period=25.01 ns, placed inst area=15300 um^2, MaxCap Viol Count=0, Unique cell types=~73, Starting Density=0.304, critical path arrival=17.01 ns, Max Slew Vio Count=0, chip area=37900 um^2, GRT Total Usage=0.282, RSZ-0062 raised after global routing=no, Setup violations, final=0, worst hold-check path type=input pin to output pin, post-cts hold buffer count=0
[path summary, 6_finish.rpt]
kind | start | to | slack [ns] | cells past startpoint
max | alu_src | zero | 14.99 | 27
min | pc_in[0] | branch_target[0] | 16.00 | 0
[cells by family (layout without fill, tap and decap cells)]
logic type               count (synthesis)  count (layout)  synth area share
other                                    0               8                 0
XOR/XNOR                               172             172             0.135
buffers and inverters                  125             431            0.0469
multiplexers                            68              68            0.0614
adder cells (fa/ha/maj)                131             131             0.148
AND/OR/NAND/NOR                        569             569             0.251
AND-OR/OR-AND                          627             627             0.357
[cells in the mapped netlist (24+ instances only)]
master and count:
a21o_1 75, nand4_1 36, ha_1 129, o221ai_1 46, nor3_1 53, xnor2_1 96, inv_1 33, nand3_1 31
and3_1 24, o21ai_0 169, a21oi_1 171, nand2_1 185, nor2_1 116, xor2_1 76, clkbuf_1 72, mux2i_1 67
[critical path, stage by stage]
cell and delay [ns]:
buf_4 0.13, buf_4 0.62, mux2i_2 0.48, ha_1 0.27, o211ai_1 0.18, nor4_1 0.41
and3_1 0.24, nand2_1 0.13, nor4_1 0.56, nor2b_1 0.50, and2_0 0.55, and4_1 0.32
nor2_1 0.06, xor2_1 0.24, ha_1 0.34, and2_1 0.19, a21o_1 0.22, a221oi_1 0.45
nor3_1 0.08, nor2_1 0.18, nand2_1 0.08, a311o_1 0.38, nor4bb_1 0.29, or4b_2 0.61
or4_1 0.67, nor4_2 0.29, clkdlybuf4s50_1 0.51
[per-stage QoR]
step | util | hold slack, ns
floorplan | - | 16.07
global placement | 0.418 | 16.00
detailed placement | 0.418 | 16.00
CTS | 0.418 | 16.00
global route | 0.418 | 16.00
finish | 0.418 | 16.00
[report_power, final]
group	leakage, uW	internal, uW	switching [uW]
clock network	0.0000000507	0.0000269	0
logic	0.00617	156	158
registers	0	0	0
total	0.00617	156	158
[final cells by class]
cell class | instances | area [um^2] | area share
inverters | 33 | 124 | 0.00809
diodes | 8 | 20.0 | 0.00131
multi-input cells | 1567 | 10600 | 0.694
well taps | 468 | 586 | 0.0382
repair buffers | 398 | 3950 | 0.258
[metal layers]
layer  share of wire  GRT usage
met1            0.47      0.428
met2            0.42      0.409
met3           0.088     0.0571
met4           0.016     0.0557
met5               0          0
Power and IR drop assume default switching activity.
