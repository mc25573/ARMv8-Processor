### flow/run.sh
#!/bin/bash
# OpenROAD 26Q1-2900-gdf79404cd8, Yosys 0.63+post, stock flow scripts
make -C /OpenROAD-flow-scripts/flow DESIGN_CONFIG=/design/flow/config.mk WORK_HOME=/design/flow/orfs finish
### flow/config.mk
export PLATFORM = sky130hd
export DESIGN_NAME = iWrite_Back
export DESIGN_NICKNAME = iWrite_Back
export VERILOG_FILES = /design/flow/design.v
export SDC_FILE = /design/flow/constraint.sdc
export NUM_CORES = 4
export LEC_CHECK = 1
export CORE_AREA = 10 10 83 83
export DIE_AREA = 0 0 93 93
### flow/constraint.sdc
current_design iWrite_Back

set clk_period 1.0
set clk_io_pct 0.2

create_clock -name clk0 -period $clk_period

set non_clock_inputs [all_inputs -no_clocks]
set_input_delay [expr $clk_period * $clk_io_pct] -clock clk0 $non_clock_inputs
set_output_delay [expr $clk_period * $clk_io_pct] -clock clk0 [all_outputs]
### flow/design.v
`timescale 1ns / 1ps
module mux#(
    parameter SIZE=8)(
    input [SIZE-1:0] a_in,
    input [SIZE-1:0] b_in,
    input control,
    output [SIZE-1:0] mux_out
    );
    assign mux_out = control?b_in:a_in;
endmodule
`timescale 1ns / 1ps
module iWrite_Back(
input [64-1:0] alu_result,
input [64-1:0] read_data_mem,
input mem_to_reg,
output [64-1:0] result
    );
mux#(64) write_back_mux(
    .a_in(alu_result),
    .b_in(read_data_mem),
    .control(mem_to_reg),
    .mux_out(result)
    );
endmodule
==> out/results.ini <==
[route]
drtIter0Drc=9
vias=1343
n_antenna_cell=0
routed_wl_um=6660
drc=0
wl_per_cell_um=19.5
via_per_inst=3.93
ant_nets=0
first_pass_iters=2

[final_layout]
syn2layout_area_growth_pct=187
fillers=523
drive_gt1_frac=0.529
nClkBuffers=0
final_area_um2=3090
seq_area_um2=0
utilization=0.602
instances_no_fill=342
flop-count=0

[die]
core-area_um2=5140
initial_core_util=0.210
dieHeight_um=93
rows=26
pin_count=193
die_w_um=93
die_area_um2=8650

[synth]
yosysWarnings=0
ys_cells=71
yosys-top-cells-count=mux2_4 (60), buf_12 (6), mux2_2 (4)
yosys_area_um2=1080
largest_area_cell=mux2_4
avgSynthCellArea_um2=15.2
topCellsByArea=mux2_4 (84%), buf_12 (11%), mux2_2 (4.2%)
ys_seq_share=0
synthCells=71
ys_types=4
most_common_cell=mux2_4
syn_area_um2=1080
synth.top_cell.area_share=0.836

[global_routing]
grt_usage=0.142
grt_pass1_vias=1536
grt_max_degree=9
grt_pass1_wl_um=9450
antenna_found_initial=0
grt-ovfl-total=0

[setup_path]
critPathLaunchType=input port
path_cells=buf_16, bufbuf_16, mux2_4, buf_2
arrival_ns=1.00
cp.required_ns=0.80
cp_max_fo=5
critPathKind=in2out
crit_family=buffers and inverters
critical-path-max-stage-delay_ns=0.29
crit_slowest_cell=mux2_4
critical_path_buf_inv_count=3
end_kind=output port

[sta]
min_period_ns=1.20
worst_slack_ns=-0.199
fmaxAchievable_mhz=834
hold_viol_final=0
finalSetupViolCount=64
fin_crit_sh=1.20
worst_pin_slew_ns=0.0910
whs_ns=0.705
finalSetupTns_ns=-6.70
slew_headroom=0.939
rsz0062_at_grt=yes
final_max_slew_viol_count=0

[placement]
dp_hpwl_um=6180
io_buffers=193
gp_congestion=0.811
placedCellCount=334
placed_area_um2=3080
dpl_worst_slack_ns=-0.543

[worst_hold_path]
hp-class=in2out

[status]
violations=setup timing
status=finished, violations left

[power]
ir_drop_uv=166
p_total_mw=1.26
leakage_nw=1.65
p_per_area_nw_per_um2=409

[run]
maxCapViolCount=0
log.warning_count=35

==> cell type report <==
type	instances	area (um2)	area share
multi-input combinational	64	950	0.307
tap	70	87.6	0.0283
timing repair buffer	208	2060	0.665
==> kinds of logic (layout without fill, tap and decap cells) <==
logic type	Yosys count	count (layout)	share of synthesized area
muxes	64	64	0.878
buffers and inverters	7	208	0.122
==> worst paths after layout <==
check	start	cells after the start	end	slack, ns
worst min-delay path	alu_result[22]	3	result[22]	0.70
worst max-delay path	mem_to_reg	4	result[48]	-0.20
==> repair_timing <==
| action | 4_1_cts | 5_1_grt |
|---|---|---|
| pin swaps | 0 | 0 |
| buffers inserted | 5 | 0 |
| endpoints found under the hold margin | 0 | 0 |
| resized | 345 | 11 |
| endpoints found under the setup margin | 64 | 64 |
| hold buffers | 0 | 0 |
| gates cloned | 3 | 0 |
==> where the power goes <==
part           switching [mW]  internal (mW)
clock                       0              0
combinational           0.283          0.981
sequential                  0              0
total                   0.283          0.981
==> cell usage in the layout, fill, tap and decap left out <==
cell type	instances
mux2_4	61
mux2_2	3
dlygate4sd2_1	92
buf_6	45
dlymetal6s2s_1	3
clkdlybuf4s50_1	33
buf_8	1
buf_12	6
buf_2	22
buf_16	3
bufbuf_16	1
buf_4	2
==> per-layer routing <==
layer	vias to the layer above	wire, um	GRT usage
li1	675	-	-
met1	595	2130	0.141
met2	73	3890	0.287
met3	0	637	0.0517
met4	0	0	0
met5	-	0	0
Power figures rest on the tool's default switching activity, not on a simulated workload.
